==> ./design.v <==
`timescale 1ns / 1ps
module bus_controller
(
    input logic clk,
    input logic reset,
    output logic grant_core1,
    output logic grant_core2,
    input logic [31:0] bus_data_in1, 
    input logic [31:0] bus_address_in1,
    input logic [ 1:0] bus_operation_in1,
    input logic [31:0] bus_data_in2, 
    input logic [31:0] bus_address_in2,
    input logic [ 1:0] bus_operation_in2,
    output logic [31:0] bus_data_out1,
    output logic [31:0] bus_address_out1,
    output logic [ 1:0] bus_operation_out1, 
    output logic [31:0] bus_data_out2,
    output logic [31:0] bus_address_out2,
    output logic [ 1:0] bus_operation_out2,
    input  logic [23:0] tag_to_L2_in,
    input  logic [31:0] data_from_L2,
    input  logic [31:0] data_to_L2_input, 
    output logic [31:0] data_to_L2_out,
    output logic [23:0] tag_to_L2_out,
    output logic [31:0] address_to_L2,
    input logic cache_hit_in1,
    input logic cache_hit_in2,
    output logic [1:0] cache_hit_out1,
    output logic [1:0] cache_hit_out2,  
    input logic [1:0] cache_hit_L2,
    input logic req_core1,    
    input logic req_core2,
    input logic stall_core1,
    input logic stall_core2,
    input logic flush_in1,
    input logic flush_in2,
    output logic flush_out,
    input logic  [6:0] opcode_in1, 
    input logic  [6:0] opcode_in2,
    output logic [6:0] opcode_out
);
    logic grant_core_toggle, grant_core_toggle_next;
    always_ff @(posedge clk) begin
        if (reset) begin
            grant_core_toggle <= 1'b0;
        end else begin
            grant_core_toggle <= grant_core_toggle_next;
        end
    end
    always_comb begin
        grant_core1 = 1'b1;
        grant_core2 = 1'b1;
        grant_core_toggle_next = grant_core_toggle;
        if (req_core1 && req_core2) begin      
            if (grant_core_toggle) begin
                grant_core1 = 1'b0;
                grant_core2 = 1'b1;
                if(stall_core2 == 0) begin 
                    grant_core_toggle_next = ~grant_core_toggle;
                end    
            end else begin
                grant_core1 = 1'b1;
                grant_core2 = 1'b0;
                if(stall_core1 == 0) begin 
                    grant_core_toggle_next = ~grant_core_toggle;
                end
            end
        end
        else begin
            grant_core1 = 1'b1;
            grant_core2 = 1'b1;
        end
    end
    always_comb begin
        bus_data_out1      = 'b0;
        bus_address_out1   = 'b0;
        bus_operation_out1 = 2'b11;
        bus_data_out2       = 'b0;
        bus_address_out2    = 'b0;
        bus_operation_out2  = 2'b11;
        cache_hit_out1 = 2'b11;
        cache_hit_out2 = 2'b11;
        opcode_out     = 'b0;
        address_to_L2  = 'b0;
        if(req_core1 && grant_core1) begin
            bus_operation_out2    = bus_operation_in1;
            bus_address_out2      = bus_address_in1;
            address_to_L2         = bus_address_in1;
            opcode_out            = opcode_in1; 
            if(bus_operation_in1 != 2'b11  ) begin
                if(cache_hit_in2) begin
                    bus_data_out1 = bus_data_in2;
                    cache_hit_out1 = 2'b01;          
                end 
                else if(cache_hit_L2 == 2'b10 && !cache_hit_in2) begin
                    bus_data_out1 = data_from_L2;
                    cache_hit_out1 = 2'b10;          
                end
                else begin
                    bus_data_out1 = 'b0;
                end
            end
        end 
        if (req_core2  && grant_core2) begin
            bus_operation_out1    = bus_operation_in2;
            bus_address_out1      = bus_address_in2;
            address_to_L2         = bus_address_in2;
            opcode_out            = opcode_in2; 
            if(bus_operation_in2 != 2'b11) begin
                if(cache_hit_in1) begin
                    bus_data_out2 = bus_data_in1;
                    cache_hit_out2 = 2'b01;          
                end 
                else if(cache_hit_L2 == 2'b10 && !cache_hit_in1) begin
                    bus_data_out2 = data_from_L2;
                    cache_hit_out2 = 2'b10;          
                end
                else begin
                    bus_data_out2 = 'b0;                
                end
            end
        end
    end
    always_comb begin
        flush_out = 1'b0;
        data_to_L2_out = 'b0;
        tag_to_L2_out = 'b0;
        if(flush_in1 || flush_in2) begin
            flush_out = 1'b1;
            data_to_L2_out = data_to_L2_input;
            tag_to_L2_out  = tag_to_L2_in;
        end
    end
endmodule
==> ./run.sh <==
#!/bin/bash
# OpenROAD 26Q1-2900-gdf79404cd8, Yosys 0.63+post, stock flow scripts
make -C /OpenROAD-flow-scripts/flow DESIGN_CONFIG=/design/flow/config.mk WORK_HOME=/design/flow/orfs finish
==> ./config.mk <==
export PLATFORM = sky130hd
export DESIGN_NAME = bus_controller
export DESIGN_NICKNAME = bus_controller
export VERILOG_FILES = /design/flow/design.v
export SDC_FILE = /design/flow/constraint.sdc
export NUM_CORES = 4
export LEC_CHECK = 1
export CORE_AREA = 10 10 190 190
export DIE_AREA = 0 0 200 200
==> ./constraint.sdc <==
current_design bus_controller

set clk_period 9.6
set clk_io_pct 0.2

create_clock -name clk0 -period $clk_period [get_ports {clk}]

set non_clock_inputs [all_inputs -no_clocks]
set_input_delay [expr $clk_period * $clk_io_pct] -clock clk0 $non_clock_inputs
set_output_delay [expr $clk_period * $clk_io_pct] -clock clk0 [all_outputs]
==> impl_metrics.tcl <==
# flow metrics
set metrics [dict create \
    status "completed" \
    ant_nets 0 \
    drc 0 \
    dp_hpwl_um 22000 \
    p_int_uw 232 \
    top_cells_by_area "nand4bb_1 (21%), a2111oi_2 (13%), a32o_1 (12%), nor2b_1 (8.2%), a211oi_1 (7.4%)" \
    yosys-stat-cells 453 \
    largest-register "grant_core_toggle" \
    slowest_delay_ns 0.62 \
    grt_max_degree 73 \
    cp_slowest_cell "clkdlybuf4s50_1" \
    die_area_mm2 0.0400 \
    yosys_area_mm2 0.00336 \
    end_kind "output pin" \
    reg_top3 "grant_core_toggle x1" \
    core_mm2 0.0318 \
    finalSetupTns_ns 0 \
    power.leakage_nw 2.80 \
    clkPwrFrac_pct 0 \
    post-synth-top-count-cell "nand2_1" \
    fin_crit_sh_pct 65.0 \
    grt_pass1_vias 5108 \
    fillCellCount 3403 \
    syn_inst 453 \
    crit_arrival_ns 4.32 \
    startpoint_type "input port" \
    overflow 0 \
    slew_viol_final 0 \
    grtUsageMet3_pct 3.51 \
    num_rows 65 \
    grt.busiest_layer "met2" \
    chipHeight_um 200 \
    gp_congestion 0.922 \
    slew-limit-headroom_pct 51.5 \
    netlist_area_mm2 0.00336 \
    synth_top_cell_by_area "nand4bb_1" \
    setup_viol_count_final 0 \
    final_core_util_pct 26.6 \
    synth_cell_types 29 \
    enable_flop_cells 0 \
    antenna_found_initial 2 \
    min_path_cells 2 \
    avgSynthCellArea_um2 7.42 \
    firstDrtPassIters 7 \
    ctsResizeCount 0 \
    warnings 28 \
    cp_max_fo 64 \
    numPortBuffers 479 \
    clk_latency_ns 0 \
    reg2reg_depth 2 \
    die_w_um 200 \
    grt_pass1_wl_um 36300 \
    pwr-share-comb_pct 98.6 \
    cts.reportedPaths.clkPinSlew_ns 0 \
    fp_util_pct 10.6 \
    drive_gt1_share_pct 6.32 \
    holdCritPathClass "reg -> reg" \
    post_cts_buffers 0 \
    num_io_pins 480 \
    drv_cap 0 \
    rsz0062_at_grt "no" \
    grtUsageMet2_pct 20.3 \
    syn_to_final_growth_pct 152 \
    worstMarginPinSlew_ns 0.728 \
    track_usage_pct 12.0 \
    route.vias.total 5287 \
    ir_drop_mv 0.0291 \
    whs_ns 0.622 \
    ys_async_sr_fraction_pct 0 \
    p_total_uw 351 \
    yosysWarnings 1 \
    swShare_pct 34.1 \
    routed_via_density 4.05 \
    critical_path_class "in -> out" \
    ctsHoldBuffers 0 \
    top_area_share_pct 21.5 \
    largest_reg_flops 1 \
    hold_viol 0 \
    fin_skew_ns 0 \
    cp.required_ns 7.68 \
    ys_ff 1 \
    max_freq_ghz 0.160 \
    powerDensity_mw_per_mm2 41.6 \
    common_cells "nand2_1 (65), nand4bb_1 (64), nor2b_1 (44)" \
    synth_seq_share_pct 0.596 \
    drt-initial-drc-count 288 \
    use_met1_pct 15.6 \
    detail_route.wl_per_cell_um 20.9 \
    power_switching_uw 120 \
    crit_top_cell "clkdlybuf4s50_1" \
    period_minus_slack_ns 6.24 \
    crit_chain "clkdlybuf4s50_1 > a21boi_4 > buf_4 > a32o_1 > clkdlybuf4s50_1" \
    ff_type "dfxtp_1" \
    power_frac_seq_pct 1.4 \
    wl_um 27300 \
]
==> final timing paths <==
path                          start  slack, ns                 to
setup / recovery          req_core1       3.36   address_to_L2[3]
hold reg to reg   grant_core_toggle       0.62  grant_core_toggle
setup reg to reg  grant_core_toggle       8.69  grant_core_toggle
hold / removal    grant_core_toggle       0.62  grant_core_toggle
==> cell type report <==
class | instances | area, um^2 | share of cell area [%]
inverter | 3 | 11.3 | 0.133
antenna | 2 | 5.00 | 0.0592
sequential | 1 | 20.0 | 0.237
multi-input combinational | 374 | 3000 | 35.5
timing repair buffer | 492 | 4870 | 57.6
tap | 435 | 544 | 6.44
==> metal layers <==
layer	up-vias	wire length, um
met1	2459	10800
met4	2	152
li1	2598	-
met3	10	2510
met2	218	13900
met5	-	11
==> kinds of logic (layout without fill, tap and decap cells) <==
| logic type | count (synthesis) | in the layout | share of synthesized area [%] |
|---|---|---|---|
| AND/OR/NAND/NOR | 268 | 268 | 55.2 |
| other | 0 | 2 | 0 |
| flip-flops | 1 | 1 | 0.596 |
| AND-OR/OR-AND | 106 | 106 | 33.4 |
| buffers and inverters | 78 | 495 | 10.8 |
==> critical path, delay by kind of cell <==
family | cells | cell delay [ns]
buf+inv | 3 | 1.68
compound gates | 2 | 0.67
==> power groups by stage <==
stage | clock [mW] | sequential (mW) | combinational, mW
global route | 0 | 0.00511 | 0.371
finish | 0.0000000252 | 0.00509 | 0.346
CTS | 0 | 0.00505 | 0.351
==> metrics by stage <==
stage / instances / worst slack, ns / cell area, um^2
final: 1307 / 3.36 / 8450
after global routing: 1305 / 3.31 / 8450
after CTS: 1305 / 3.41 / 8450
after detailed placement: 1305 / 3.43 / 8450
after global placement: 1305 / 3.44 / 8450
after floorplan: 453 / 4.90 / 3360
==> cells in the final DEF, fill, tap and decap left out, drive strengths merged, types with 2 or more instances in the layout <==
cell and count:
clkdlybuf4s50 474, nand2 65, nand4bb 64, nor2b 44, a32o 39, and2 34
a211oi 33, and3 32, a2111oi 32, buf 18, and2b 13, nand2b 4
inv 3, diode 2, nand3 2, or3 2, nand4 2, nand3b 2
No activity file was given, so power comes from the tool's default toggle rates.
