==> flow/config.mk <==
export PLATFORM = sky130hd
export DESIGN_NAME = RegisterFile
export DESIGN_NICKNAME = RegisterFile
export VERILOG_FILES = /design/flow/design.v
export SDC_FILE = /design/flow/constraint.sdc
export NUM_CORES = 4
export LEC_CHECK = 1
export CORE_UTILIZATION = 30
==> flow/design.v <==
`timescale 1ns / 1ps
module RegisterFile
(
    input logic clk, reset, reg_wr, 
    input logic [4:0] raddr1, raddr2, waddr, 
    input logic [31:0] wdata,
    output logic [31:0] rdata1, rdata2
);
    logic [31:0] registerfile [31:0];
    always_comb begin
        rdata1 = registerfile[raddr1];
        rdata2 = registerfile[raddr2];
    end
    always_ff @(negedge clk) begin
	if(reset) begin 
        for (integer i = 0; i < 32; i = i + 1) begin
                registerfile[i] <= 0; 
        end
	end else begin
		if (reg_wr & (waddr != 0)) begin
		    registerfile[waddr] <= wdata;
		end
	end
    end
endmodule
==> flow/constraint.sdc <==
current_design RegisterFile

set clk_period 18.4
set clk_io_pct 0.2

create_clock -name clk0 -period $clk_period [get_ports {clk}]

set non_clock_inputs [all_inputs -no_clocks]
set_input_delay [expr $clk_period * $clk_io_pct] -clock clk0 $non_clock_inputs
set_output_delay [expr $clk_period * $clk_io_pct] -clock clk0 [all_outputs]
==> flow/run.sh <==
#!/bin/bash
# OpenROAD 26Q1-2900-gdf79404cd8, Yosys 0.63+post, stock flow scripts
make -C /OpenROAD-flow-scripts/flow DESIGN_CONFIG=/design/flow/config.mk WORK_HOME=/design/flow/orfs finish
==> insert_results.sql <==
-- generated from flow reports
INSERT INTO impl_metrics (metric_group, metric, value, unit) VALUES
('run_status', 'status', 'complete, no violations', ''),
('detailed_routing', 'totalWireLength', '201000', 'um'),
('clock_tree', 'cts.path.max_buffers', '3', ''),
('yosys', 'yosys_warnings', '1', ''),
('setup_path', 'critical_path.top_delay_family', 'simple AND/OR/NAND/NOR gates', ''),
('floorplanning', 'core_area', '0.186', 'sq mm'),
('place', 'place.detailed.instances', '6910', ''),
('detailed_routing', 'drt-initial-drc-count', '3204', ''),
('place', 'half_perimeter_wire_length_after_detailed_placement', '124000', 'um'),
('place', 'post_dp_cell_area', '0.0592', 'sq mm'),
('yosys', 'predominant_post_synthesis_flop_cell', 'sky130_fd_sc_hd__edfxtp_1', ''),
('clock_tree', 'tritoncts', 'yes', ''),
('cells_and_area', 'area_delta_synth_final', '18.8', '%'),
('cells_and_area', 'layoutNonFillerInstCount', '8138', ''),
('yosys', 'synth_cells', '4606', ''),
('detailed_routing', 'detailedRoute.firstPassIterationCount', '7', ''),
('grt', 'global_route_wire_length_before_repair', '284000', 'um'),
('cells_and_area', 'layout.cell_area.non_filler', '0.0667', 'sq mm'),
('power_and_ir_drop', 'power.leakage', '29.5', 'nW'),
('grt', 'number_of_antenna_violations_at_the_first_check_in_global_routing', '17', ''),
('power_and_ir_drop', 'worst_ir_drop_vdd', '0.0000849', 'V'),
('yosys', 'ys_ff', '1024', ''),
('yosys', 'synthesized_cell_area', '0.0562', 'sq mm'),
('grt', 'globalRouteMet1Util', '0.249', ''),
('clock_tree', 'count_of_clock_tree_sinks', '1024', ''),
('power_and_ir_drop', 'power_per_cell_area', '99.7', 'mW/mm^2'),
('yosys', 'yosys-top-cells-count', '1024 x sky130_fd_sc_hd__edfxtp_1, 1024 x sky130_fd_sc_hd__mux2i_1, 994 x sky130_fd_sc_hd__and2_1', ''),
('cells_and_area', 'biggestRegsByFlops', 'registerfile x1024', ''),
('yosys', 'yosys-stat-area', '0.0562', 'sq mm'),
('sta', 'maxSlewViolCount', '0', ''),
('floorplanning', 'initial_utilization', '0.303', ''),
('floorplanning', 'chip_area', '0.189', 'sq mm'),
('detailed_routing', 'avgViaCountPerCell', '5.06', ''),
('clock_tree', 'cts_made_buffers', '111', ''),
('cells_and_area', 'fillerInstances', '17633', ''),
('floorplanning', 'dieWidth', '435', 'um'),
('setup_path', 'timing.critical_path.arrival', '12.47', 'ns'),
('yosys', 'number_of_enable_type_register_cells_in_the_synthesized_netlist', '1024', ''),
('setup_path', 'timing.critical_path.from_type', 'flip-flop', ''),
('yosys', 'synthTopCellsByArea', 'sky130_fd_sc_hd__edfxtp_1 55%, sky130_fd_sc_hd__mux2i_1 18%, sky130_fd_sc_hd__and2_1 11%', ''),
('cells_and_area', 'drive_gt1_frac', '0.0713', ''),
('yosys', 'synth-async-reset-ratio', '0', ''),
('sta', 'number_of_hold_violations_in_the_final_report', '0', ''),
('detailed_routing', 'wire_per_inst', '24.6', 'um'),
('yosys', 'synth.top_cell.area_share', '0.547', ''),
('place', 'portBuffers', '113', ''),
('power_and_ir_drop', 'design_power', '6.65', 'mW'),
('clock_tree', 'cts_hold_repair.buffers', '0', ''),
('place', 'gpl.final_weighted_congestion', '0.954', ''),
('grt', 'globalRouteOverflowTotal', '0', ''),
('cells_and_area', 'largest_register_ffs', '1024', ''),
('setup_path', 'critical-path-max-stage-delay', '0.74', 'ns'),
('clock_tree', 'ctsHtreeMaxLevel', '3', ''),
('sta', 'slew_worst_pin', '1.04', 'ns'),
('floorplanning', 'placement_rows', '158', ''),
('clock_tree', 'clk_pin_slew', '0.03', 'ns'),
('yosys', 'synth.yosys.seq_area_share', '0.547', ''),
('yosys', 'yosys_cells', '4606', ''),
('setup_path', 'critical_path.n_buffers_inverters', '1', ''),
('grt', 'grt_start_max_net_pins', '92', ''),
('floorplanning', 'top_level_ports', '114', ''),
('cells_and_area', 'max_flop_register', 'registerfile', ''),
('yosys', 'yosys.cell_types.count', '31', ''),
('sta', 'finalSetupViolCount', '0', ''),
('detailed_routing', 'ant_nets', '0', ''),
('grt', 'grt_most_used_layer', 'met2', ''),
('setup_path', 'type_of_the_worst_setup_path', 'flip-flop to primary output', ''),
('floorplanning', 'die-height', '435', 'um'),
('grt', 'globalRouteMet3Util', '0.129', ''),
('setup_path', 'crit_path_cell_trace', 'mux2i_1 -> a22o_1 -> nor3_1 -> a31oi_1 -> nand3_1 -> clkdlybuf4s50_1', ''),
('setup_path', 'worstPathMaxFanout', '2', '');
metrics by stage:
step / setup slack, ns / hold WS [ns]
after floorplan: 3.87 / 7.62
after global placement: 2.02 / 8.81
after detailed placement: 2.04 / 8.81
after CTS: 2.42 / 8.81
after global routing: 2.25 / 8.82
final: 2.25 / 8.83
tightest hold or removal path: cells and delay by family:
family,cells,cell delay (ns)
buffers and inverters,2,0.68
multiplexers,1,0.22
AND/OR/NAND/NOR,2,0.21
AND-OR/OR-AND,1,0.21
worst paths after layout:
kind | start | to | slack, ns | cells after the start
worst max-delay path | registerfile[2][29] | rdata1[29] | 2.25 | 6
worst min-delay path | raddr2[1] | rdata2[5] | 8.83 | 6
cells by family after synthesis:
kind of cell / Yosys count / share of synthesized area
flops: 1024 / 0.547
compound gates: 576 / 0.0698
simple gates: 1534 / 0.157
other cells: 1 / 0.0000667
buf+inv: 447 / 0.0436
mux: 1024 / 0.182
metal layers:
| metal | up-vias | share of wire |
|---|---|---|
| met2 | 1967 | 0.47 |
| met5 | - | 0.0015 |
| li1 | 18755 | - |
| met3 | 402 | 0.13 |
| met4 | 10 | 0.042 |
| met1 | 20075 | 0.36 |
placed cells by master (no fill, tap or decap), drive strengths merged:
master	Yosys	layout
conb	1	32
a21oi	192	192
nand3	194	194
clkinvlp	0	26
a22oi	192	192
clkbuf	260	112
a31oi	64	64
and2b	1	1
nor3	64	64
buf	186	151
a22o	128	128
mux2i	1024	1024
clkinv	0	6
inv	1	1063
or3b	2	2
or2	33	33
nor2	35	35
clkdlybuf4s50	0	88
edfxtp	1024	1024
bufinv	0	16
nand3b	4	4
or3	2	2
and2	994	994
nand2b	5	5
nand2	196	196
diode	0	6
nor2b	4	4
final cells by class:
cell class / instances / area [sq um] / area share
multi-input combinational: 3166 / 23300 / 0.350
timing repair buffer: 239 / 2010 / 0.0301
clock inverter: 1111 / 4720 / 0.0708
clock buffer: 112 / 2800 / 0.0420
antenna: 6 / 15.0 / 0.000225
sequential: 1024 / 30700 / 0.461
tap: 2480 / 3100 / 0.0465
power by group:
part	switching (mW)	total, mW	internal [mW]
combinational	0.463	0.702	0.239
clock	1.54	3.16	1.62
sequential	0.0719	2.79	2.72
Power is estimated from default activity; no workload was simulated.
