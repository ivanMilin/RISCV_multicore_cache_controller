--- design/flow/design.v ---
`timescale 1ns / 1ps
module DataMemory
(   
    input logic clk,
    input logic reset, 
	input logic [ 6:0] opcode_in,
	input logic [31:0] addr, 
	input logic [31:0] data_from_L2, 
    output logic [31:0] data_from_dmem
);
    logic [31:0] memory [1023:0];
	assign data_from_dmem = memory[addr];
	always_ff @(negedge clk) begin
		if(reset) begin
            for (integer i = 0; i < 1024; i = i + 1) begin
                memory[i] <= i+1; 
            end
		end 
		else begin 
			if (opcode_in == 7'b0100011) begin
				memory[{addr[31:2],2'b00}] <= data_from_L2;
			end
		end
	end
endmodule
--- design/flow/run.sh ---
#!/bin/bash
# OpenROAD 26Q1-2900-gdf79404cd8, Yosys 0.63+post, stock flow scripts
make -C /OpenROAD-flow-scripts/flow DESIGN_CONFIG=/design/flow/config.mk WORK_HOME=/design/flow/orfs finish
--- design/flow/config.mk ---
export PLATFORM = sky130hd
export DESIGN_NAME = DataMemory
export DESIGN_NICKNAME = DataMemory
export VERILOG_FILES = /design/flow/design.v
export SDC_FILE = /design/flow/constraint.sdc
export NUM_CORES = 4
export LEC_CHECK = 1
export CORE_UTILIZATION = 50
export SYNTH_MEMORY_MAX_BITS = 65536
--- design/flow/constraint.sdc ---
current_design DataMemory

set clk_period 68.7
set clk_io_pct 0.2

create_clock -name clk0 -period $clk_period [get_ports {clk}]

set non_clock_inputs [all_inputs -no_clocks]
set_input_delay [expr $clk_period * $clk_io_pct] -clock clk0 $non_clock_inputs
set_output_delay [expr $clk_period * $clk_io_pct] -clock clk0 [all_outputs]
==> out/results.txt <==
outcome: finished with violations
violated checks: antenna violations
first-pass GRT wire length: 1,930,000 µm
initial antenna violation count: 149
Max Root-Sink Buffers: 4
Final Hold Vio Count: 0
combinational power share: 0.071
layout cells sized above 1: 0.151
Sw Share: 0.297
Die Height: 869 µm
Num CTS Buffers: 897
CTS tree: yes
drt wl/cell: 31.6 µm
Total Power: 13,500 µW
crit path max fanout: 3
flops out of synthesis: 8,192
via density per instance: 5.79
Tool Warnings: 1,050
final WL: 1,400,000 µm
Synth Cell Area: 376,000 µm²
cell count after synthesis: 25.3k
endpoint type of the worst setup path: output pin
final hold slack: 28.72 ns
WS Path Type: flop to output pin
Post-CTS Hold Buffers: 0
DR DRC count: 0
Synthesis Warnings: 1
vias: 255k
CTS clk-pin slew, worst paths: 0.03 ns
GR Overflow Total: 0
Final ANT Viol Nets: 1
width of the die: 869 µm
Core ar.: 750,000 µm²
crit start category: flop
postcts setup bufs: 0
Internal Pwr Total: 9490 µW
Sink Count: 8,192
Largest logic family: simple AND/OR/NAND/NOR gates
Die Size: 755,000 µm²
H-tree depth: 6
Syn Area/Cell: 14.9 µm²
Unique masters post-synth: 77
number of enable flip-flop cells: 8,192
largest registers: memory x8192
WP data arrival: 40.13 ns
final instance area: 451,000 µm²
dominant logic cell type in the layout: inv_1
Top cells excl fill/tap: 8,475 x inv_1, 8,192 x edfxtp_1, 6,919 x and2_1, 1,586 x mux4_2, 1,402 x buf_4
fin worst setup slack: 14.83 ns
register area share after synthesis: 0.654
Worst-Margin Slew: 1.43 ns
HP Class: primary input to output pin
num rows: 318
Place WS: 14.98 ns
max FFs per register: 8,192
Clock Root Buffer: clkbuf_16
Area growth syn-to-layout: 20.0%
P per Cell Area: 29.9 nW/µm²
Placed Area: 390,000 µm²
Simple-Gate Area Share: 0.156
largest net degree at the start of global routing: 98
yosys cell count: 25.3k
final setup fails: 0
Max Slew Vio Count: 0
crit path DRT: 54.96 ns
VDD IR max: 0.0373 mV
post_cts resized: 0
# port buffers: 82
ao+oa area frac: 0.0317
Fin Setup TNS: 0 ns
drt first pass iters: 9
detailed placement HPWL: 834,000 µm
vias in the first global route: 278k
Clk pwr share: 0.496
Leak: 0.189 µW
Synth Flop Type: edfxtp_1
Sequential Power Share: 0.433
Adder Share, Synth: 0
routability cong.: 1.01
total I/O pin count: 105
max-cap violation count: 0
RSZ-0062 raised after global routing: false
1st-iter DRT viols: 19.3k
Floorplan Utilization: 0.502
Mux area share: 0.127
Switch Pwr: 4010 µW
xor/xnor share: 0
asr flop ratio synth: 0
Tot GR Track Use: 0.412
Slew HR: 0.0395
yosys synthesis chip area: 376,000 µm²
largest register by flop count: memory
-- through the flow --
stage,cells,util
finish,44100,0.602
global route,44000,0.601
CTS,43800,0.601
detailed placement,34000,0.521
global placement,34000,0.521
floorplan,25300,-
-- kinds of logic after synthesis --
group,count (synthesis)
AND/OR/NAND/NOR,9690
AND-OR/OR-AND,1859
multiplexers,2796
flip-flops,8192
buffers and inverters,2774
-- cell type report --
class | instances | area (µm²)
multi-input combinational | 14300 | 120000
inverter | 7 | 72.6
sequential | 8192 | 246000
clock buffer | 902 | 22600
fill | 55600 | 298000
timing repair buffer | 1504 | 12000
tap | 9920 | 12400
clock inverter | 8938 | 37700
antenna | 296 | 741
-- final timing paths --
path | end | slack, ns | start | depth (start not counted)
worst max-delay path | data_from_dmem[26] | 14.83 | memory[460][26] | 8
worst min-delay path | data_from_dmem[0] | 28.72 | addr[0] | 4
-- layer usage --
metal | wire length (µm) | GRT usage | part of all wire | vias to the layer above
met4 | 90200 | 0.248 | 0.065 | 243
met1 | 425000 | 0.458 | 0.30 | 124000
met3 | 273000 | 0.369 | 0.20 | 3352
met2 | 597000 | 0.514 | 0.43 | 18000
met5 | 10200 | 0.132 | 0.0073 | -
li1 | - | - | - | 110000
-- power groups by stage --
stage / clock network [µW] / registers (µW) / logic [µW]
after global routing: 7420 / 5850 / 977
after CTS: 6860 / 5840 / 926
final: 6700 / 5840 / 960
-- critical path: stages, from the launching register on --
cell	delay, ns
edfxtp_1	0.34
mux4_2	0.48
mux2i_1	0.66
o22ai_1	0.43
o21ai_0	0.52
buf_4	0.25
a31oi_1	0.32
or4_1	1.06
clkdlybuf4s50_1	0.58
-- cells in the mapped netlist (137+ instances only) --
library cell     n  area share
nor2_1         414      0.0041
or2_2          260      0.0043
a21oi_1        417      0.0056
or3_1         1295       0.022
buf_2          370      0.0049
clkbuf_1      2135       0.021
nand2_1        364      0.0036
edfxtp_1      8192        0.65
mux4_2        1586       0.095
and2_1        6921        0.12
buf_4          137      0.0027
a22oi_1        177      0.0035
o21ai_0        325      0.0043
mux2i_1       1135       0.030
o22ai_1        452      0.0075
Power figures rest on the tool's default switching activity, not on a simulated workload.
